===== ./config.mk =====
export PLATFORM = sky130hd
export DESIGN_NAME = entropy_encode_dc_coefficients
export DESIGN_NICKNAME = entropy_encode_dc_coefficients
export VERILOG_FILES = /design/flow/design.v
export SDC_FILE = /design/flow/constraint.sdc
export NUM_CORES = 4
export LEC_CHECK = 1
export CORE_AREA = 10 10 356 356
export DIE_AREA = 0 0 366 366
export SYNTH_HDL_FRONTEND = slang

===== ./constraint.sdc =====
current_design entropy_encode_dc_coefficients

set clk_period 16.6
set clk_io_pct 0.2

create_clock -name clk0 -period $clk_period [get_ports {clk}]

set non_clock_inputs [all_inputs -no_clocks]
set_input_delay [expr $clk_period * $clk_io_pct] -clock clk0 $non_clock_inputs
set_output_delay [expr $clk_period * $clk_io_pct] -clock clk0 [all_outputs]

===== ./design.v =====
`timescale 1ns / 1ps
module entropy_encode_dc_coefficients(
	input clk,
	input reset_n,
	input [31:0] DcCoeff,
	output reg [31:0] output_enable, 
output reg [31:0] previousDCDiff, 
	output reg [31:0] sum,
	output reg [31:0] sum_n,
	output wire [31:0] LENGTH,
output reg [31:0] sum_n_n,
	output reg [31:0] pppp,
output reg [31:0] abs_previousDCDiff,
output reg [31:0] abs_previousDCDiff_next, 
output reg [31:0] abs_previousDCDiff_next_next, 
output reg [31:0] previousDCCoeff, 
output reg [31:0] dc_coeff_difference, 
output reg [31:0] val,
output reg [31:0] val_n,
output reg [1:0] is_expo_golomb_code,
output reg [1:0] is_expo_golomb_code_n,
output reg [1:0] is_expo_golomb_code_n_n,
output reg [1:0] is_add_setbit,
output reg [1:0] is_add_setbit_n,
output reg [2:0] k,
output reg [2:0] k_n,
output reg [31:0] q = 32'h0,
output reg [31:0] codeword_length = 32'h0,
output reg [31:0] codeword_length_n,
output reg first_diff
);
always @(posedge clk) begin
	if (!reset_n) begin
		first_diff <= 1;
		previousDCCoeff <= 32'h0;
	end else begin
		previousDCCoeff <= DcCoeff;
	end
end
always @(posedge clk) begin
	if (!reset_n) begin
		dc_coeff_difference <= 32'h0;
		val <= 32'h0;
		previousDCDiff <= 32'h3;
	end else begin
		if (previousDCDiff[31] == 1'b0) begin
			dc_coeff_difference <= DcCoeff - previousDCCoeff;
		end else begin
			dc_coeff_difference <= (~(DcCoeff - previousDCCoeff)) + 1;
		end
		if (dc_coeff_difference[31] != 1'b1) begin
			val <= dc_coeff_difference << 1;
		end else begin
			val <= ((~(dc_coeff_difference - 1)) << 1) -1;
		end
		if (first_diff) begin
			previousDCDiff <= 3;
			first_diff <=0;
		end else begin
			previousDCDiff <= DcCoeff - previousDCCoeff;
		end
	end
end
always @(posedge clk ) begin
	if (!reset_n) begin
		abs_previousDCDiff <= 20'h0;
	end else begin
		if (previousDCDiff[31] != 1'b1) begin
			abs_previousDCDiff <= previousDCDiff;
		end else begin
			abs_previousDCDiff <= (~(previousDCDiff - 1));
		end
		abs_previousDCDiff_next <= abs_previousDCDiff;
		abs_previousDCDiff_next_next <= abs_previousDCDiff_next;
	end
end
reg first;
reg first_n;
reg first_n_n;
always @(posedge clk, negedge reset_n) begin
	if (!reset_n) begin
		first <= 1'b1;
	end else begin
		first <=0;
		first_n <=first;
		first_n_n <= first_n;
	end
end
always @(posedge clk, negedge reset_n) begin
	if (!reset_n) begin
		is_expo_golomb_code <= 2'b10;
		is_add_setbit <= 2'b0;
		k <= 3'h0;
		val_n <= 32'h0;
	end else begin
		if (first_n_n == 1'b1) begin
			is_expo_golomb_code <= 2'b01;
			is_add_setbit <= 2'b0;
			k <= 5;
			val_n <= val;
		end else if (abs_previousDCDiff_next == 0) begin
			is_expo_golomb_code <= 2'b01;
			is_add_setbit <= 2'b0;
			k <= 0;
			val_n <= val;
		end else if (abs_previousDCDiff_next == 1) begin
			is_expo_golomb_code <= 2'b01;
			is_add_setbit <= 2'b0;
			k <= 1;
			val_n <= val;
		end else if (abs_previousDCDiff_next== 2) begin
			if (val < 8) begin
				is_expo_golomb_code <= 2'b00;
				is_add_setbit <= 2'b0;
				k <= 2;
				val_n <= val;
			end else begin
				is_expo_golomb_code <= 2'b01;
				is_add_setbit <= 2'b10;
				k <= 3;
				val_n <= val -8;
			end
		end else begin
			is_expo_golomb_code <= 2'b01;
			is_add_setbit <= 2'b0;
			k <= 3;
			val_n <= val;
		end
	end
end
always @(posedge clk, negedge reset_n) begin
	if (!reset_n) begin
		is_expo_golomb_code_n <= 2'b10;
	end else begin
		is_expo_golomb_code_n <= is_expo_golomb_code;
	end
end
assign LENGTH = codeword_length;
always @(posedge clk, negedge reset_n) begin
	if (!reset_n) begin
		previousDCDiff <= 32'hffff; 
	end else begin
	end
end
wire [31:0] exp_golomb_sum;
wire [31:0] exp_golomb_codeword_length;
exp_golomb_code exp_golomb_code_inst(
	.reset_n(reset_n),
	.clk(clk),
	.val(val_n),
	.is_add_setbit(is_add_setbit),
	.k(k),
	.is_ac_level(0),
	.is_ac_minus_n(0),
	.sum_n(exp_golomb_sum),
	.codeword_length(exp_golomb_codeword_length)
);
wire [31:0] rice_sum;
wire [31:0] rice_codeword_length;
golomb_rice_code golomb_rice_code_inst(
	.reset_n(reset_n),
	.clk(clk),
	.k(k),
	.val(val_n),
	.is_ac_level(0),
	.is_minus_n(0),
	.sum_n(rice_sum),
	.codeword_length(rice_codeword_length),
	.k_n(k_n),
	.sum(sum)
);
always @(posedge clk, negedge reset_n) begin
	if (!reset_n) begin
		is_expo_golomb_code_n_n <= 2'b00;
	end else begin
		is_expo_golomb_code_n_n <= is_expo_golomb_code_n;
	end
end
always @(posedge clk, negedge reset_n) begin
	if (!reset_n) begin
		sum_n_n <= 32'h0;
		codeword_length_n <= 32'h0;
	end else begin
		if (is_expo_golomb_code_n_n == 2'b00) begin
			sum_n_n <= rice_sum;
			codeword_length_n <= rice_codeword_length;
		end else if (is_expo_golomb_code_n_n == 2'b01) begin
			sum_n_n <= exp_golomb_sum;
			codeword_length_n <= exp_golomb_codeword_length;
		end else if (is_expo_golomb_code_n_n == 2'b10) begin
			sum_n_n <= sum_n;
			codeword_length_n <= codeword_length;
		end
	end
end
always @(posedge clk, negedge reset_n) begin
	if (!reset_n) begin
	end else begin
		if (is_expo_golomb_code == 2'b10) begin
			codeword_length <= 32'h0;
			sum <= 32'h0;
		end
	end
end
always @(posedge clk, negedge reset_n) begin
	if(!reset_n) begin
		output_enable <= 32'h0;		
	end else begin
		casex(1<<(codeword_length - 1))
			32'b1xxx_xxxx_xxxx_xxxx_xxxx_xxxx: output_enable <= 32'hff_ffff;
			32'b01xx_xxxx_xxxx_xxxx_xxxx_xxxx: output_enable <= 32'h7f_ffff;
			32'b001x_xxxx_xxxx_xxxx_xxxx_xxxx: output_enable <= 32'h3f_ffff;
			32'b0001_xxxx_xxxx_xxxx_xxxx_xxxx: output_enable <= 32'h1f_ffff;
			32'b0000_1xxx_xxxx_xxxx_xxxx_xxxx: output_enable <= 32'h0f_ffff;
			32'b0000_01xx_xxxx_xxxx_xxxx_xxxx: output_enable <= 32'h07_ffff;
			32'b0000_001x_xxxx_xxxx_xxxx_xxxx: output_enable <= 32'h03_ffff;
			32'b0000_0001_xxxx_xxxx_xxxx_xxxx: output_enable <= 32'h01_ffff;
			32'b0000_0000_1xxx_xxxx_xxxx_xxxx: output_enable <= 32'h00_ffff;
			32'b0000_0000_01xx_xxxx_xxxx_xxxx: output_enable <= 32'h00_7fff;
			32'b0000_0000_001x_xxxx_xxxx_xxxx: output_enable <= 32'h00_3fff;
			32'b0000_0000_0001_xxxx_xxxx_xxxx: output_enable <= 32'h00_1fff;
			32'b0000_0000_0000_1xxx_xxxx_xxxx: output_enable <= 32'h00_0fff;
			32'b0000_0000_0000_01xx_xxxx_xxxx: output_enable <= 32'h00_07ff;
			32'b0000_0000_0000_001x_xxxx_xxxx: output_enable <= 32'h00_03ff;
			32'b0000_0000_0000_0001_xxxx_xxxx: output_enable <= 32'h00_01ff;
			32'b0000_0000_0000_0000_1xxx_xxxx: output_enable <= 32'h00_00ff;
			32'b0000_0000_0000_0000_01xx_xxxx: output_enable <= 32'h00_007f;
			32'b0000_0000_0000_0000_001x_xxxx: output_enable <= 32'h00_003f;
			32'b0000_0000_0000_0000_0001_xxxx: output_enable <= 32'h00_001f;
			32'b0000_0000_0000_0000_0000_1xxx: output_enable <= 32'h00_000f;
			32'b0000_0000_0000_0000_0000_01xx: output_enable <= 32'h00_0007;
			32'b0000_0000_0000_0000_0000_001x: output_enable <= 32'h00_0003;
			32'b0000_0000_0000_0000_0000_0001: output_enable <= 32'h00_0001;
			32'b0000_0000_0000_0000_0000_0000: output_enable <= 32'h00_0000;
		endcase
	end
end
endmodule;
module exp_golomb_code(
	input reset_n,
	input clk,
	input [31:0] val,
	input [1:0] is_add_setbit,
	input [2:0]k,
	input is_ac_level,
	input is_ac_minus_n,
	output reg [31:0] sum_n,
	output reg [31:0] codeword_length,
	output reg [31:0] sum,
	output reg [31:0] q,
	output reg  [1:0] is_add_setbit_n,
	output reg [2:0] k_n
);
always @(posedge clk, negedge reset_n) begin
	if (!reset_n) begin
		k_n <= 3'h0;
		sum_n <= 32'h0;
		is_add_setbit_n <= 2'h0;
	end else begin
		k_n <= k;
		sum_n <= sum;
		is_add_setbit_n <= is_add_setbit;
	end
end
always @(posedge clk, negedge reset_n) begin
	if (!reset_n) begin
	end else begin
		if (is_ac_level) begin
			if (is_ac_minus_n) begin
				sum <= (val + (1<<k))<<1|1;
			end else begin
				sum <= (val + (1<<k))<<1|0;
			end
		end else begin
			sum <= (val + (1<<k));
		end
	end
end
always @(posedge clk, negedge reset_n) begin
	if(!reset_n) begin
		q <= 32'h0;
	end else begin
		casex(val + (1<<(k)))
			32'b1xxx_xxxx_xxxx_xxxx_xxxx_xxxx_xxxx_xxxx: q <= 32'h00_001f - k;
			32'b01xx_xxxx_xxxx_xxxx_xxxx_xxxx_xxxx_xxxx: q <= 32'h00_001e - k;
			32'b001x_xxxx_xxxx_xxxx_xxxx_xxxx_xxxx_xxxx: q <= 32'h00_001d - k;
			32'b0001_xxxx_xxxx_xxxx_xxxx_xxxx_xxxx_xxxx: q <= 32'h00_001c - k;
			32'b0000_1xxx_xxxx_xxxx_xxxx_xxxx_xxxx_xxxx: q <= 32'h00_001b - k;
			32'b0000_01xx_xxxx_xxxx_xxxx_xxxx_xxxx_xxxx: q <= 32'h00_001a - k;
			32'b0000_001x_xxxx_xxxx_xxxx_xxxx_xxxx_xxxx: q <= 32'h00_0019 - k;
			32'b0000_0001_xxxx_xxxx_xxxx_xxxx_xxxx_xxxx: q <= 32'h00_0018 - k;
			32'b0000_0000_1xxx_xxxx_xxxx_xxxx_xxxx_xxxx: q <= 32'h00_0017 - k;
			32'b0000_0000_01xx_xxxx_xxxx_xxxx_xxxx_xxxx: q <= 32'h00_0016 - k;
			32'b0000_0000_001x_xxxx_xxxx_xxxx_xxxx_xxxx: q <= 32'h00_0015 - k;
			32'b0000_0000_0001_xxxx_xxxx_xxxx_xxxx_xxxx: q <= 32'h00_0014 - k;
			32'b0000_0000_0000_1xxx_xxxx_xxxx_xxxx_xxxx: q <= 32'h00_0013 - k;
			32'b0000_0000_0000_01xx_xxxx_xxxx_xxxx_xxxx: q <= 32'h00_0012 - k;
			32'b0000_0000_0000_001x_xxxx_xxxx_xxxx_xxxx: q <= 32'h00_0011 - k;
			32'b0000_0000_0000_0001_xxxx_xxxx_xxxx_xxxx: q <= 32'h00_0010 - k;
			32'b0000_0000_0000_0000_1xxx_xxxx_xxxx_xxxx: q <= 32'h00_000f - k;
			32'b0000_0000_0000_0000_01xx_xxxx_xxxx_xxxx: q <= 32'h00_000e - k;
			32'b0000_0000_0000_0000_001x_xxxx_xxxx_xxxx: q <= 32'h00_000d - k;
			32'b0000_0000_0000_0000_0001_xxxx_xxxx_xxxx: q <= 32'h00_000c - k;
			32'b0000_0000_0000_0000_0000_1xxx_xxxx_xxxx: q <= 32'h00_000b - k;
			32'b0000_0000_0000_0000_0000_01xx_xxxx_xxxx: q <= 32'h00_000a - k;
			32'b0000_0000_0000_0000_0000_001x_xxxx_xxxx: q <= 32'h00_0009 - k;
			32'b0000_0000_0000_0000_0000_0001_xxxx_xxxx: q <= 32'h00_0008 - k;
			32'b0000_0000_0000_0000_0000_0000_1xxx_xxxx: q <= 32'h00_0007 - k;
			32'b0000_0000_0000_0000_0000_0000_01xx_xxxx: q <= 32'h00_0006 - k;
			32'b0000_0000_0000_0000_0000_0000_001x_xxxx: q <= 32'h00_0005 - k;
			32'b0000_0000_0000_0000_0000_0000_0001_xxxx: q <= 32'h00_0004 - k;
			32'b0000_0000_0000_0000_0000_0000_0000_1xxx: q <= 32'h00_0003 - k;
			32'b0000_0000_0000_0000_0000_0000_0000_01xx: q <= 32'h00_0002 - k;
			32'b0000_0000_0000_0000_0000_0000_0000_001x: q <= 32'h00_0001 - k;
			32'b0000_0000_0000_0000_0000_0000_0000_0001: q <= 32'h00_0000 - k;
			32'b0000_0000_0000_0000_0000_0000_0000_0000: q <= 32'h00_0000 - k;
		endcase
	end
end
always @(posedge clk, negedge reset_n) begin
	if (!reset_n) begin
	end else begin
		if (is_ac_level) begin
			codeword_length <= (2 * q) + k_n + 2 + is_add_setbit_n;
		end else begin
			codeword_length <= (2 * q) + k_n + 1 + is_add_setbit_n;
		end
	end
end
endmodule;
`timescale 1ns / 1ps
module golomb_rice_code(
	input reset_n,
	input clk,
	input [2:0] k,
	input [31:0] val,
	input is_ac_level,
	input is_minus_n,
	output reg [31:0] sum_n,
	output reg [31:0] codeword_length,
	output reg is_minus_n_n,
	output reg is_ac_level_n,
	output reg [31:0] q,
	output reg  [2:0] k_n,
	output reg [31:0] sum
 );
always @(posedge clk, negedge reset_n) begin
	if (!reset_n) begin
		is_minus_n_n <= 1'b0;
		is_ac_level_n <= 1'b0;
	end else begin
		is_minus_n_n <= is_minus_n;
		is_ac_level_n <= is_ac_level;		
	end
end
always @(posedge clk, negedge reset_n) begin
	if (!reset_n) begin
		sum_n <= 32'h0;
		k_n <= 3'h0;
	end else begin
		if (k_n!= 0) begin
			sum_n <= sum;
		end
		k_n <= k;
	end
end
always @(posedge clk, negedge reset_n) begin
	if (!reset_n) begin
		sum <= 32'h0;
	end else begin
		q <= val >> k;
		if (k != 0) begin
			if (is_ac_level) begin
				if (is_minus_n) begin
					sum <= (((1<<k) | (val & ((1<<k) - 1))) << 1)|1;
				end else begin
					sum <= (((1<<k) | (val & ((1<<k) - 1))) << 1)|0;
				end
			end else begin
				sum <= (1<<k) | (val & ((1<<k) - 1));
			end
		end
	end
end
always @(posedge clk, negedge reset_n) begin
	if (!reset_n) begin
		codeword_length <= 32'h0;
	end else begin
		if (k_n==0) begin
			if (is_ac_level_n) begin
				if (is_minus_n_n) begin
					sum_n <= 3;
				end else begin
					sum_n <= 2;
				end
				codeword_length <= q + 2;
			end else begin
				sum_n <= 1;
				codeword_length <= q + 1;
			end
		end else begin
			if (is_ac_level_n) begin
				codeword_length <= q + 2 + k_n;
			end else begin
				codeword_length <= q + 1 + k_n;
			end
		end
	end
end
endmodule;

===== ./run.sh =====
#!/bin/bash
# OpenROAD 26Q1-2900-gdf79404cd8, Yosys 0.63+post, stock flow scripts
make -C /OpenROAD-flow-scripts/flow DESIGN_CONFIG=/design/flow/config.mk WORK_HOME=/design/flow/orfs finish

==> summary.txt <==
RSZ-0062 raised after global routing: no
Starting DRT DRC Count: 1712
Top non-seq family: simple AND/OR/NAND/NOR gates
Rows: 126
I/O Buffers: 366
Clk_skew: 0.0360 ns
Filler cells: 12200
Post-synthesis cell area: 26900 µm²
Cell Type Count: 94
Vias in the first global route: 20600
Crit start category: primary input
Setup bufs post-CTS: 0
Top cells by count: 229 x buf_4, 213 x nor2_1, 201 x nand2_1
Leakage: 0.0135 µW
Chip area: 134000 µm²
Floorplan core density: 22.7%
Global route overflow: 0
Setup violations, final: 0
1st-pass router iterations: 5
Syn. warnings: 227
Latency at later pin: 0.67 ns
Mux area share: 5.62%
Clock sinks: 490
TritonCTS clock tree: done
Core area: 118000 µm²
Antenna viol nets, final: 0
Comb gate area: 13000 µm²
Clock root buffer: clkbuf_16
Fin. Hold Viols: 0
Yosys top cell by area: edfxtp_1
Initial antenna violation count: 7
Register share after synthesis: 45.4%
Yosys chip area: 26900 µm²
Dpl hpwl: 78000 µm
Setup crit end kind: flop
Vias per inst: 4.37
Yosys cell count: 2719
GR Util All Layers: 14.2%
Peak VDD IR: 0.0000950 V
WS Path Type: in2reg
DRC viols: 0
Top area cell types: edfxtp_1 17%, dfrtp_1 17%, dfxtp_1 12%
Wire per inst: 20.6 µm
Sequential Area: 12200 µm²
Pre-CTS setup slack: 8.85 ns
Aoi share: 11.9%
Inserted Clock Buffers: 57
Slew headroom: 35.9%
Adder Share, Synth: 3.90%
H-tree depth: 2
Period utilisation layout: 43.1%
Fraction of registers with async set/reset: 36.7%
Clk slew on worst S/H paths: 0.06 ns
Top-count cell post-synth: buf_4
Final GP Congestion: 0.940
Tot Pwr: 3910 µW
Post-synth EDFFs: 150
PD cells: 117 nW/µm²
Basic Gates by Area: 16.8%
I/O Pins: 595
Dominant Register Cell: dfrtp_1
Die Y: 366 µm
Largest type area fraction: 16.7%
Hold buffer count at cts: 0
Largest net degree at the start of global routing: 77
Post-Synth XOR/XNOR Area: 6.77%
Hold Path Class: reg2reg
First-pass GRT wire length: 141000 µm
Arr. time, crit path: 7.67 ns
DR vias: 20600
Fmax: 0.140 GHz
Slew Viols, Final: 0
Layout cell share with drive strength beyond 1: 8.32%
PnR worst setup slack: 9.45 ns
Max-cap viol count: 0
Mapped Avg Cell Area: 9.90 µm²
CTS Buffer Depth: 3
Minimum clock period: 7.15 ns
Measured slew at the worst slew-check pin: 0.955 ns
Post-cts resize count: 0
Syn Inst Count: 2719
Flops after synth: 490
Outcome: completed
Required @ worst endpoint: 17.12 ns
Total tool warning count: 34
Setup TNS Final: 0 ns
Worst-path fanout max: 6
Layout area overhead: 24.4%
Die width: 366 µm
Routed WL: 97100 µm
==> area by class of cell <==
class	instances	share of cell area, %
multi-input combinational	2000	38.8
sequential	490	36.5
timing repair buffer	397	11.6
tap	1600	5.98
clock buffer	73	4.80
inverter	106	1.19
clock inverter	35	1.12
antenna	2	0.0149
==> worst paths after layout <==
check	from	to	slack [ns]	cells past startpoint
setup / recovery	DcCoeff[0]	dc_coeff_difference[30]	9.45	15
hold / removal	exp_golomb_code_inst.sum[7]	exp_golomb_code_inst.sum_n[7]	0.34	0
setup reg to reg	k[0]	exp_golomb_code_inst.q[2]	9.56	23
hold reg to reg	exp_golomb_code_inst.sum[7]	exp_golomb_code_inst.sum_n[7]	0.34	0
max in group asynchronous	reset_n	golomb_rice_code_inst.codeword_length[0]	11.41	4
min in group asynchronous	reset_n	is_expo_golomb_code_n_n[1]	2.61	1
==> logic make-up after synthesis <==
| group | after synthesis |
|---|---|
| simple gates | 885 |
| compound gates | 471 |
| fa+ha+maj | 79 |
| buf+inv | 457 |
| xor+xnor | 208 |
| flops | 490 |
| other cells | 1 |
| mux | 128 |
==> critical path, cell delays in order <==
cell,delay (ns)
clkdlybuf4s50_1,0.39
inv_1,0.09
ha_1,0.16
inv_1,0.05
fa_1,0.42
a211oi_1,0.32
o31ai_1,0.21
a31o_2,0.27
a311oi_1,0.58
nand3_1,0.26
nor4_1,0.50
nand3_1,0.33
nor4_1,0.50
a211o_1,0.20
a21oi_1,0.05
==> routing by layer <==
metal	track usage, %	routed length [µm]	share of wire (%)
met5	0	0	0
met4	3.91	3240	3.3
met3	6.20	10600	11
met2	20.9	42000	43
met1	19.2	41300	43
==> layout by cell type, fill, tap and decap left out, types with 68 or more instances in the layout <==
master | Yosys | layout
a21oi_1 | 76 | 76
and2_1 | 68 | 68
clkdlybuf4s50_1 | 0 | 365
conb_1 | 1 | 229
dfrtp_1 | 178 | 174
dfxtp_1 | 160 | 159
edfxtp_1 | 150 | 150
ha_1 | 71 | 71
inv_1 | 105 | 105
nand2_1 | 201 | 201
nor2_1 | 213 | 213
nor3_1 | 75 | 75
o21ai_0 | 125 | 125
xnor2_1 | 98 | 98
xor2_1 | 110 | 110
==> report_power, final <==
part           internal [µW]  switching [µW]  leakage, µW
logic                    461             510      0.00743
registers               1430             222      0.00508
clock network            743             551     0.000965
total                   2630            1280       0.0135
==> per-stage QoR <==
stage	cells	utilization (%)	hold WS [ns]	area, µm²
after global placement	4593	26.6	0.334	31500
after detailed placement	4593	26.6	0.334	31500
after CTS	4701	28.3	0.336	33500
final	4703	28.3	0.337	33500
after floorplan	2947	-	0.316	27800
after global routing	4701	28.3	0.351	33500
Power is estimated from default activity; no workload was simulated.
